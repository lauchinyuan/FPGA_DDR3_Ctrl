### config.mk
export PLATFORM = sky130hd
export DESIGN_NAME = axi_slave_wr
export DESIGN_NICKNAME = axi_slave_wr
export VERILOG_FILES = /design/flow/design.v
export SDC_FILE = /design/flow/constraint.sdc
export NUM_CORES = 4
export LEC_CHECK = 1
export CORE_AREA = 10 10 170 170
export DIE_AREA = 0 0 180 180
### run.sh
#!/bin/bash
# OpenROAD 26Q1-2900-gdf79404cd8, Yosys 0.63+post, stock flow scripts
make -C /OpenROAD-flow-scripts/flow DESIGN_CONFIG=/design/flow/config.mk WORK_HOME=/design/flow/orfs finish
### constraint.sdc
current_design axi_slave_wr

set clk_period 2.6
set clk_io_pct 0.2

create_clock -name clk0 -period $clk_period [get_ports {clk}]

set non_clock_inputs [all_inputs -no_clocks]
set_input_delay [expr $clk_period * $clk_io_pct] -clock clk0 $non_clock_inputs
set_output_delay [expr $clk_period * $clk_io_pct] -clock clk0 [all_outputs]
### design.v
`timescale 1ns / 1ps
module axi_slave_wr(
        input   wire        clk             ,
        input   wire        rst_n           ,
        output  reg  [29:0] wr_addr         ,
        output  reg  [7:0]  wr_len          ,
        output  wire [63:0] wr_data         ,
        output  wire        wr_en           ,  
        output  reg         wr_done         ,  
        input   wire [3:0]  s_axi_awid      , 
        input   wire [29:0] s_axi_awaddr    ,
        input   wire [7:0]  s_axi_awlen     ,  
        input   wire [2:0]  s_axi_awsize    ,  
        input   wire [1:0]  s_axi_awburst   ,  
        input   wire        s_axi_awlock    , 
        input   wire [3:0]  s_axi_awcache   , 
        input   wire [2:0]  s_axi_awprot    ,
        input   wire [3:0]  s_axi_awqos     ,
        input   wire        s_axi_awvalid   ,  
        output  reg         s_axi_awready   ,  
        input   wire [63:0] s_axi_wdata     ,  
        input   wire [7:0]  s_axi_wstrb     ,  
        input   wire        s_axi_wlast     ,  
        input   wire        s_axi_wvalid    ,  
        output  reg         s_axi_wready    ,  
        output  wire [3:0]  s_axi_bid       ,
        output  wire [1:0]  s_axi_bresp     ,  
        output  reg         s_axi_bvalid    ,  
        input   wire        s_axi_bready       
    );
    parameter   IDLE    =   3'b001  ,   
                W_WAIT  =   3'b010  ,   
                W       =   3'b011  ,   
                B       =   3'b100  ;   
    reg [2:0]   state       ;
    reg [2:0]   next_state  ;
    wire        s_axi_aw_handshake  ;  
    wire        s_axi_w_handshake   ;  
    wire        s_axi_b_handshake   ;  
    assign  s_axi_aw_handshake = s_axi_awready & s_axi_awvalid  ;
    assign  s_axi_w_handshake  = s_axi_wready  & s_axi_wvalid   ;
    assign  s_axi_b_handshake  = s_axi_bready  & s_axi_bvalid   ;
    reg     err ;
    reg [7:0]   cnt_w_burst         ;  
    always@(posedge clk or negedge rst_n) begin
        if(~rst_n) begin
            state <= IDLE;
        end else begin
            state <= next_state;
        end
    end
    always@(*) begin
        case(state) 
            IDLE: begin
                if(s_axi_aw_handshake) begin  
                    next_state = W_WAIT;
                end else begin
                    next_state = IDLE;
                end
            end
            W_WAIT: begin
                next_state = W;  
            end
            W: begin
                if(s_axi_w_handshake && s_axi_wlast) begin   
                    next_state = B;
                end else begin
                    next_state = W;
                end
            end
            B: begin
                if(s_axi_b_handshake) begin  
                    next_state = IDLE;
                end else begin
                    next_state = B;
                end
            end
            default: begin
                next_state = IDLE;
            end
        endcase
    end
    always@(posedge clk or negedge rst_n) begin
        if(~rst_n) begin
            wr_len  <= 8'd0;
            wr_addr <= 30'b0;
        end else if(state == W_WAIT) begin   
            wr_len  <= s_axi_awlen;
            wr_addr <= s_axi_awaddr;
        end else begin
            wr_len  <= wr_len;
            wr_addr <= wr_addr;
        end
    end
    always@(posedge clk or negedge rst_n) begin
        if(~rst_n) begin
            s_axi_awready <= 1'b1;   
        end else if(s_axi_aw_handshake && state == IDLE) begin  
            s_axi_awready <= 1'b0;
        end else if(state == IDLE) begin
            s_axi_awready <= 1'b1;  
        end else begin
            s_axi_awready <= s_axi_awready;
        end
    end
    always@(posedge clk or negedge rst_n) begin
        if(~rst_n) begin
            cnt_w_burst <= 8'd0;
        end else if(state == W_WAIT) begin  
            cnt_w_burst <= 8'd0;
        end else if(s_axi_w_handshake && state == W) begin  
            cnt_w_burst <= cnt_w_burst + 8'd1;
        end else begin
            cnt_w_burst <= cnt_w_burst;
        end
    end
    always@(posedge clk or negedge rst_n) begin
        if(!rst_n) begin
            s_axi_wready <= 1'b0;
        end else if(state == W_WAIT) begin
            s_axi_wready <= 1'b1;
        end else if(s_axi_w_handshake && s_axi_wlast && state==W) begin  
            s_axi_wready <= 1'b0;
        end else begin
            s_axi_wready <= s_axi_wready;
        end
    end
    always@(posedge clk or negedge rst_n) begin
        if(~rst_n) begin
            err <= 1'b0;
        end else if(state == W && s_axi_wlast && s_axi_w_handshake && (cnt_w_burst!=wr_len)) begin 
            err <= 1'b1;
        end else if(state == B && s_axi_b_handshake) begin  
            err <= 1'b0;
        end else begin
            err <= err;
        end  
    end
    always@(posedge clk or negedge rst_n) begin
        if(~rst_n) begin
            s_axi_bvalid <= 1'b0;
        end else if(state == W && s_axi_wlast && s_axi_w_handshake) begin  
            s_axi_bvalid <= 1'b1;
        end else if(state == B && s_axi_b_handshake) begin  
            s_axi_bvalid <= 1'b0;
        end else begin
            s_axi_bvalid <= s_axi_bvalid;
        end
    end
    assign s_axi_bresp = {err, 1'b0};
    always@(posedge clk or negedge rst_n) begin
        if(~rst_n) begin
            wr_done <= 1'b0; 
        end else if(state == B && s_axi_b_handshake) begin  
            wr_done <= 1'b1;
        end else begin
            wr_done <= 1'b0;
        end
    end
    assign wr_data = (s_axi_w_handshake)?s_axi_wdata:64'b0;   
    assign wr_en = s_axi_w_handshake;
    assign s_axi_bid = 4'd0;
endmodule
==> flow_summary.ini <==
; physical design summary
[yosys]
ys_sh_mux_pct = 15.8
synth_cells = 246
synthSimpleGateAreaFrac_pct = 22.2
xor_share_pct = 4.19
seq_area_frac_synth_pct = 50.8
ys_cells = 246
compound_area_share_pct = 1.70
synth_cell_types = 25
syn_avg_cell_area_um2 = 11.0
synth_flops = 55
synth_adder_area_share_pct = 0.461
syn_area_um2 = 2720
yosysWarnings = 1
logic_family = simple AND/OR/NAND/NOR gates
ys_chip_area_um2 = 2720

[power_and_ir_drop]
power_w = 0.00177
ir_drop_v = 0.000229
pwr-share-clk_pct = 40.7
p_per_area_nw_per_um2 = 327
p_int_w = 0.00137
power_frac_comb_pct = 11.0
p_leak_nw = 2.46
power.switching_w = 0.000398
power_frac_seq_pct = 48.3
swShare_pct = 22.5

[routing]
antenna_left = 0
finalWirelength_mm = 10.9
dr.pass1.iters = 4
via_per_inst = 3.23
remaining_drc_errors = 0
n_antenna_cell = 0
drt_iter0_markers = 119
vias = 2544
routedWlPerCell_um = 13.8

[floorplan]
die_y_um = 180
core_um2 = 25200
die_area_um2 = 32400
die_w_um = 180
fp_util_pct = 10.8
ios = 250
rows = 58

[grt]
gr-total-overflow = 0
grt_start_max_net_pins = 54
grt_pass1_wl_mm = 16.4
antenna_found_initial = 0
grt_pass1_vias = 2569
grtUsageTotal_pct = 6.30

[clock_tree]
clk_pin_slew_ns = 0.08
cts-root-buf = clkbuf_16
clock_latency_ns = 0.30
cts_hold_buf = 1
ctsLongestPathBuffers = 2
post-cts-setup-buffer-count = 0
cts_tree = yes
htreeDepth = 2
post_cts_resize_count = 0
cts_sinks = 55
cts-buffers-inserted = 5

[critical_path]
cp_cell_sequence = clkdlybuf4s50_1, buf_4, and3_1, clkdlybuf4s50_1
critPathCaptureType = primary output
r2r-start = state[2]
path_common_cell = clkdlybuf4s50_1
cp_max_fo = 26
criticalPathCategory = input port to primary output
worst-endpoint-arrival_ns = 1.97
cp-start-kind = input port
slowest_stage = clkdlybuf4s50_1
crit_start = s_axi_wvalid
worstPathRequired_ns = 2.08
slowest_delay_ns = 0.50

[cells_and_area]
drive_gt1_share_pct = 13.8
lay_top_count = clkdlybuf4s50_1
filler_cell_count = 2693
final_cell_mix = 214 x clkdlybuf4s50_1, 65 x and3_1, 52 x dfrtp_1
final_core_util_pct = 21.5
area_growth_pct = 99.2
finalInstanceArea_um2 = 5410

[min_path]
hold_start = state[0]
hold_class = flop to flop

[timing]
setup_viol = 0
skew_ns = 0.00436
clock.fmax_ghz = 0.402
layout_min_cycle_time_ns = 2.49
rsz0062_at_grt = false
slew_viol_final = 0
relSlewSlack_pct = 49.9
max_slew.worst_pin.slew_ns = 0.751
post-route-period-util_pct = 95.8
hold_viol = 0
finalSetupTns_ns = 0
setup_ws_ns = 0.110

[placement]
placedInstanceArea_um2 = 5240
dp_hpwl_mm = 8.90
dp_slack_ns = 0.0700
routabilityCongestion = 0.815
io_buffers = 215

[run]
warnings = 54
cap_violations = 0

[status]
status = finished clean
## worst max-delay path, delay by kind of cell
kind | cells | cell delay (ns)
buffers and inverters | 3 | 1.24
and+or+nand+nor | 1 | 0.20
## path summary, 6_finish.rpt
check / slack [ns] / to / cells past startpoint
worst max-delay path: 0.11 / wr_data[17] / 4
worst min-delay path: 0.48 / state[0] / 2
worst max register to register: 0.98 / wr_addr[17] / 2
min in group asynchronous: 0.54 / wr_addr[0] / 2
worst min register to register: 0.48 / state[0] / 2
max in group asynchronous: 1.43 / wr_len[6] / 3
## kinds of logic after synthesis
logic type | after synthesis
buffers and inverters | 27
AOI/OAI and AO/OA | 8
other | 1
adders and majority gates | 1
and+or+nand+nor | 103
xor gates and xnor gates | 13
DFF | 55
muxes | 38
## metrics by stage
step           instances  hold slack (ns)
2_1_floorplan        250            0.224
3_3_place_gp         779            0.308
3_5_place_dp         779            0.311
4_1_cts              788            0.479
5_1_grt              788            0.507
6_report             788            0.476
## metal layers
| metal | global-route usage [%] | up-vias | part of all wire, % | wire [um] |
|---|---|---|---|---|
| li1 | - | 1274 | - | - |
| met1 | 8.43 | 1175 | 45 | 4910 |
| met2 | 10.3 | 88 | 48 | 5200 |
| met3 | 1.81 | 7 | 6.0 | 649 |
| met4 | 0.629 | 0 | 1.1 | 115 |
| met5 | 0 | - | 0 | 0 |
## cell type report
class                      count  area, um2  share of cell area (%)
multi-input combinational    168       1220                    22.6
sequential                    55       1380                    25.5
tap                          330        413                    7.63
clock buffer                   5        125                    2.31
timing repair buffer         226       2230                    41.2
clock inverter                 3       33.8                   0.624
inverter                       1       3.75                  0.0694
## cells in the mapped netlist, drive strengths merged
cell    count  area, um2
nor4        1       21.3
a21oi       3       15.0
and2        1       6.26
buf        10       65.1
nand4       3       33.8
and3       65        407
xnor2      11       96.3
ha          1       12.5
dfstp       2       52.6
nor2        8       30.0
clkbuf     16       60.1
xor2        2       17.5
mux2       38        428
conb        1       3.75
a21o        2       16.3
nand3       4       20.0
or3         2       12.5
dfrtp      53       1330
inv         1       3.75
nand2      17       63.8
o21ai       3       15.0
nor3        2       10.0
## power by group through the flow
stage	Clock [W]	Combinational, W	Sequential [W]
4_1_cts	0.000769	0.000198	0.000855
5_1_grt	0.000802	0.000211	0.000855
6_report	0.000721	0.000195	0.000855
## registers in the layout (all words and copies together), names as in the netlist
signal	flops
wr_addr	30
cnt_w_burst	8
wr_len	8
state	4
err	1
s_axi_awready	1
s_axi_bvalid	1
s_axi_wready	1
wr_done	1
No activity file was given, so power comes from the tool's default toggle rates.
