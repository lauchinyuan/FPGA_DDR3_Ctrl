[/design/flow/run.sh]
#!/bin/bash
# OpenROAD 26Q1-2900-gdf79404cd8, Yosys 0.63+post, stock flow scripts
make -C /OpenROAD-flow-scripts/flow DESIGN_CONFIG=/design/flow/config.mk WORK_HOME=/design/flow/orfs finish
[/design/flow/config.mk]
export PLATFORM = sky130hd
export DESIGN_NAME = axi_master_wr
export DESIGN_NICKNAME = axi_master_wr
export VERILOG_FILES = /design/flow/design.v
export SDC_FILE = /design/flow/constraint.sdc
export NUM_CORES = 4
export LEC_CHECK = 1
export CORE_AREA = 10 10 142 142
export DIE_AREA = 0 0 152 152
[/design/flow/constraint.sdc]
current_design axi_master_wr

set clk_period 2.7
set clk_io_pct 0.2

create_clock -name clk0 -period $clk_period [get_ports {clk}]

set non_clock_inputs [all_inputs -no_clocks]
set_input_delay [expr $clk_period * $clk_io_pct] -clock clk0 $non_clock_inputs
set_output_delay [expr $clk_period * $clk_io_pct] -clock clk0 [all_outputs]
[/design/flow/design.v]
`timescale 1ns / 1ps
module axi_master_wr
#(parameter     AXI_WIDTH     = 'd64            ,   
                AXI_AXSIZE    = 3'b011          ,   
                AXI_WSTRB_W   = AXI_WIDTH>>3    )   
(
        input   wire                    clk              ,
        input   wire                    rst_n            ,
        input   wire                    wr_start         ,  
        input   wire [29:0]             wr_addr          ,  
        input   wire [AXI_WIDTH-1:0]    wr_data          ,
        input   wire [7:0]              wr_len           ,  
        output  reg                     wr_done          ,  
        output  wire                    m_axi_w_handshake,  
        output  wire                    wr_ready         ,  
        output  wire [3:0]              m_axi_awid      , 
        output  reg  [29:0]             m_axi_awaddr    ,
        output  reg  [7:0]              m_axi_awlen     ,  
        output  wire [2:0]              m_axi_awsize    ,  
        output  wire [1:0]              m_axi_awburst   ,  
        output  wire                    m_axi_awlock    , 
        output  wire [3:0]              m_axi_awcache   , 
        output  wire [2:0]              m_axi_awprot    ,
        output  wire [3:0]              m_axi_awqos     ,
        output  reg                     m_axi_awvalid   ,  
        input   wire                    m_axi_awready   ,  
        output  wire [AXI_WIDTH-1:0]    m_axi_wdata     ,  
        output  wire [AXI_WSTRB_W-1:0]  m_axi_wstrb     ,  
        output  reg                     m_axi_wlast     ,  
        output  reg                     m_axi_wvalid    ,  
        input   wire                    m_axi_wready    ,  
        input   wire [3:0]              m_axi_bid       ,
        input   wire [1:0]              m_axi_bresp     ,  
        input   wire                    m_axi_bvalid    ,  
        output  reg                     m_axi_bready       
    );
    parameter   M_AXI_AWID      =  4'd0         ,
                M_AXI_AWSIZE    =  AXI_AXSIZE   , 
                M_AXI_AWBURST   =  2'b10        ,  
                M_AXI_AWLOCK    =  1'b0         ,  
                M_AXI_AWCACHE   =  4'b0010      ,  
                M_AXI_AWPROT    =  3'b0         ,
                M_AXI_AWQOS     =  4'b0         ,
                M_AXI_WSTRB     =  'hff         ;
    parameter   IDLE    =   3'b000,   
                WA_WAIT =   3'b001,   
                WA      =   3'b010,   
                W_WAIT  =   3'b011,   
                W       =   3'b100,   
                B_WAIT  =   3'b101,   
                B       =   3'b110;   
    reg [2:0]   state       ;
    reg [2:0]   next_state  ;
    wire        m_axi_aw_handshake;   
    wire        m_axi_b_handshake;    
    reg [7:0]   cnt_w_burst     ;     
    assign      m_axi_aw_handshake  = m_axi_awready & m_axi_awvalid ;
    assign      m_axi_w_handshake   = m_axi_wready  & m_axi_wvalid  ;
    assign      m_axi_b_handshake   = m_axi_bready  & m_axi_bvalid  ;   
    assign  m_axi_awid    = M_AXI_AWID      ;
    assign  m_axi_awsize  = M_AXI_AWSIZE    ;
    assign  m_axi_awburst = M_AXI_AWBURST   ;
    assign  m_axi_awlock  = M_AXI_AWLOCK    ;
    assign  m_axi_awcache = M_AXI_AWCACHE   ;
    assign  m_axi_awprot  = M_AXI_AWPROT    ;
    assign  m_axi_awqos   = M_AXI_AWQOS     ;
    assign  m_axi_wstrb   = M_AXI_WSTRB     ;
    always@(posedge clk or negedge rst_n) begin
        if(~rst_n) begin
            state <= IDLE;
        end else begin
            state <= next_state;
        end
    end
    always@(*) begin
        case(state) 
            IDLE: begin
                if(wr_start) begin
                    next_state = WA_WAIT;
                end else begin
                    next_state = IDLE;
                end
            end
            WA_WAIT: begin
                next_state = WA;
            end
            WA: begin
                if(m_axi_aw_handshake) begin  
                    next_state = W_WAIT;
                end else begin
                    next_state = WA;
                end
            end
            W_WAIT: begin
                next_state = W;
            end
            W: begin
                if(m_axi_w_handshake && m_axi_wlast) begin  
                    next_state = B_WAIT;
                end else begin
                    next_state = W;
                end
            end
            B_WAIT: begin
                next_state = B;
            end
            B: begin
                if(m_axi_b_handshake) begin   
                    next_state = IDLE;
                end else begin
                    next_state = B;
                end
            end
            default: begin
                next_state = IDLE;
            end
        endcase
    end
    always@(posedge clk or negedge rst_n) begin
        if(~rst_n) begin
            m_axi_awvalid <= 1'b0;
        end else if(state == WA_WAIT) begin  
            m_axi_awvalid <= 1'b1;
        end else if(m_axi_aw_handshake) begin  
            m_axi_awvalid <= 1'b0;
        end else begin
            m_axi_awvalid <= m_axi_awvalid;
        end
    end
    always@(posedge clk or negedge rst_n) begin
        if(~rst_n) begin
            m_axi_awaddr <= 30'b0;
            m_axi_awlen  <= 8'd0;
        end else if(state == WA_WAIT) begin  
            m_axi_awaddr <= wr_addr;
            m_axi_awlen  <= wr_len;
        end else begin
            m_axi_awaddr <= m_axi_awaddr;
            m_axi_awlen  <= m_axi_awlen;
        end
    end
    always@(posedge clk or negedge rst_n) begin
        if(~rst_n) begin
            cnt_w_burst <= 8'd0;
        end else if(state == W_WAIT) begin  
            cnt_w_burst <= 8'd0;
        end else if(state == W && m_axi_w_handshake && cnt_w_burst < wr_len) begin  
            cnt_w_burst <= cnt_w_burst + 8'd1;
        end else begin
            cnt_w_burst <= cnt_w_burst;
        end
    end
    always@(*) begin
        if((cnt_w_burst == m_axi_awlen) && m_axi_w_handshake && (state == W)) begin  
            m_axi_wlast = 1'b1;
        end else begin
            m_axi_wlast = 1'b0;
        end
    end
    always@(posedge clk or negedge rst_n) begin
        if(~rst_n) begin
            m_axi_wvalid <= 1'b0;
        end else if(state == W_WAIT) begin
            m_axi_wvalid <= 1'b1;
        end else if(state == W && m_axi_w_handshake && m_axi_wlast) begin  
            m_axi_wvalid <= 1'b0;
        end else begin
            m_axi_wvalid <= m_axi_wvalid;
        end
    end
    assign m_axi_wdata = wr_data;
    always@(posedge clk or negedge rst_n) begin
        if(~rst_n) begin
            m_axi_bready <= 1'b0;
        end else if(state == B_WAIT) begin   
            m_axi_bready <= 1'b1;
        end else if(state == B && m_axi_b_handshake) begin  
            m_axi_bready <= 1'b0;
        end else begin
            m_axi_bready <= m_axi_bready;
        end
    end
    always@(posedge clk or negedge rst_n) begin
        if(~rst_n) begin
            wr_done <= 1'b0;
        end else if(m_axi_b_handshake && state == B) begin  
            wr_done <= 1'b1;
        end else begin
            wr_done <= 1'b0;
        end
    end
    assign wr_ready = (state == IDLE)?1'b1:1'b0;   
endmodule
==> run_results.csv <==
group,metric,value,unit
clock_network,cts_sinks,57,
logic_synthesis,yosys.area.top_type_share,43.73,%
routing,wl,7264,um
logic_synthesis,ys.flops,57,
clock_network,htreeDepth,3,
final_timing,grt_setup_unrepaired,"no",
clock_network,worstSkewPairLatency,320,ps
power_and_ir_drop,p_per_area,588.2,nW/um2
clock_network,cts_tree,"built",
power_and_ir_drop,seqPwrFrac,39.5,%
clock_network,hold_buffers,0,
power_and_ir_drop,vdd_drop_max,0.2513,mV
power_and_ir_drop,p_sw,0.5364,mW
global_route,gr-max-usage-layer,"met2",
clock_network,clkTransAtPathRegs,50,ps
setup_path,cp-end-kind,"flop",
floorplan,dieArea,23100,um2
logic_synthesis,yosys_area,3204,um2
final_timing,worstMarginPinSlew,677.9,ps
logic_synthesis,yosys_cells,280,
worst_hold_path,min_path_type,"input port to async pin",
place,io_buffers,88,
routing,vias,1971,
job,drv_cap,0,
layout,area_growth,29.21,%
logic_synthesis,synth_top_cell_by_area,"dfrtp_1",
final_timing,hold_violations,0,
final_timing,holdWs,50.33,ps
place,place_congestion,0.8415,
final_timing,period_minus_slack,2576,ps
place,dp_hpwl,5804,um
power_and_ir_drop,p_clk_share,45.8,%
final_timing,max_freq,388.3,MHz
place,pre_cts_ws,-173.6,ps
layout,drive_above_1_share,23.69,%
floorplan,die_width,152,um
job,warnings,31,
setup_path,crit_arrival,2760,ps
power_and_ir_drop,p_sw_share,22.03,%
global_route,use_met2,9.950,%
logic_synthesis,synth_area_per_cell,11.44,um2
routing,via_per_inst,3.584,
setup_path,criticalPathCategory,"input port to flop",
routing,drt_iter0_markers,50,
layout,design_area,4140,um2
global_route,grt_pass1_wl,11640,um
global_route,grt_usage,6.159,%
place,placed_area,3830,um2
clock_network,numCtsBuffers,9,
setup_path,crit_fanout,4,
power_and_ir_drop,leakage,1.874,nW
clock_network,clk_path_buf_depth,2,
power_and_ir_drop,finalPower,2.435,mW
logic_synthesis,netlist_area,3204,um2
logic_synthesis,yosysWarnings,1,
final_timing,timing.slew.headroom,54.81,%
final_timing,finalSetupTns,0,ps
global_route,antenna_found_initial,0,
floorplan,num_rows,48,
setup_path,cp.required,2890,ps
floorplan,core,17180,um2
global_route,grt_use_met1,7.031,%
global_route,grt_max_degree,30,
routing,ant_nets,0,
layout,filler_cell_count,1829,
final_timing,setup_violations,0,
routing,diodes,0,
logic_synthesis,yosysSeqAreaShare,44.55,%
clock_network,root_buffer,"clkbuf_16",
routing,avgRoutedWirePerCell,13.21,um
floorplan,initCoreUtil,18.66,%
setup_path,startpoint_type,"input port",
floorplan,dieHeight,152,um
final_timing,setup_ws,124.4,ps
global_route,grt_use_met3,3.521,%
power_and_ir_drop,p_int,1.899,mW
power_and_ir_drop,p_comb_share,14.7,%
global_route,overflow,0,
routing,drc_errors,0,
logic_synthesis,area_leaders,"dfrtp_1, buf_4, mux2_2, ha_1, xnor2_1",
routing,drtPass1Iterations,4,
logic_synthesis,netlist_instances,280,
run_status,status,"completed",
global_route,first_global_vias,2113,
final_timing,fin_crit_sh,95.39,%
floorplan,ios,252,
logic_synthesis,synth_cell_types,31,
final_timing,finClkSkew,6.452,ps
final_timing,maxSlewViolCount,0,
logic make-up (layout without fill, tap and decap cells):
kind of cell | count (synthesis) | after routing | share of synthesized area [%]
buffers and inverters | 111 | 129 | 23.90
other | 2 | 29 | 0.2344
xor gates and xnor gates | 10 | 10 | 2.733
and+or+nand+nor | 29 | 29 | 5.232
AOI/OAI and AO/OA | 24 | 24 | 6.560
muxes | 39 | 39 | 13.67
DFF | 57 | 57 | 44.55
adders and majority gates | 8 | 8 | 3.124
cell usage in the layout, fill, tap and decap left out, drive strengths merged, types with 3 or more instances in the layout:
| master | instances |
|---|---|
| clkdlybuf4s50 | 86 |
| or3 | 6 |
| nand3 | 3 |
| xnor2 | 8 |
| clkbuf | 11 |
| buf | 13 |
| ha | 8 |
| nor2 | 4 |
| a21o | 7 |
| mux2 | 38 |
| inv | 13 |
| o21ai | 5 |
| dfrtp | 56 |
| conb | 29 |
| nand4 | 3 |
| a21oi | 5 |
| nand2 | 6 |
metal layers:
| layer | vias up | part of all wire (%) | routed length (um) |
|---|---|---|---|
| met4 | 0 | 1.6 | 113 |
| li1 | 901 | - | - |
| met5 | - | 0 | 0 |
| met2 | 111 | 48 | 3453 |
| met1 | 941 | 38 | 2771 |
| met3 | 18 | 13 | 926 |
worst paths after layout:
path / start / to / slack (ps) / cells after the start
max: wr_len[6] / cnt_w_burst[5] / 120 / 10
min: rst_n / cnt_w_burst[0] / 50 / 1
max reg2reg: cnt_w_burst[6] / cnt_w_burst[5] / 440 / 8
min reg2reg: state[2] / state[2] / 470 / 1
max in group asynchronous: rst_n / state[0] / 2040 / 2
min in group clk0: state[2] / state[2] / 470 / 1
stage by stage:
step                instances  util [%]
finish                    550     24.10
global route              550     24.10
detailed placement        533     22.30
global placement          533     22.30
CTS                       550     24.10
floorplan                 307         -
power groups by stage:
stage	logic (mW)	registers (mW)	clock network [mW]
5_1_grt	0.395	0.974	1.20
4_1_cts	0.367	0.964	1.17
6_report	0.358	0.963	1.11
state kept, by name (all words and copies together) (netlist names):
register	flops
m_axi_awaddr	30
cnt_w_burst	8
m_axi_awlen	8
state	7
m_axi_awvalid	1
m_axi_bready	1
m_axi_wvalid	1
wr_done	1
synthesized netlist by cell type, drive strengths merged:
library cell	n
a2111oi	2
a21o	7
a21oi	5
and2	2
and3	1
and4	1
buf	97
clkbuf	1
conb	2
dfrtp	56
dfstp	1
ha	8
inv	13
mux2	38
mux2i	1
nand2	6
nand2b	1
nand3	3
nand4	3
nor2	4
o21a	1
o21ai	5
o311ai	2
o31ai	2
or3	6
or4	2
xnor2	8
xor2	2
critical path, stage by stage:
cell             delay (ps)
clkdlybuf4s50_1         490
inv_1                    50
ha_1                    320
a21o_1                  200
a2111oi_4               410
buf_4                   180
o31ai_2                  80
buf_4                   160
o21ai_0                 220
a21oi_1                 110
final cells by class:
| class | instances | area, um2 | area share (%) |
|---|---|---|---|
| Sequential cell | 57 | 1431 | 34.57 |
| Clock buffer | 11 | 242.7 | 5.863 |
| Multi-Input combinational cell | 139 | 1116 | 26.96 |
| Tap cell | 225 | 281.5 | 6.800 |
| Clock inverter | 5 | 55.05 | 1.330 |
| Timing Repair Buffer | 100 | 964.7 | 23.30 |
| Inverter | 13 | 48.80 | 1.179 |
repair_timing:
item / CTS / global route
endpoints found under the hold margin: 0 / 0
setup buffers: 1 / 0
gates resized: 4 / 0
setup endpoints to repair: 1 / 0
No activity file was given, so power comes from the tool's default toggle rates.
