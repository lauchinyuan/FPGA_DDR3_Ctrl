--- ./config.mk ---
export PLATFORM = sky130hd
export DESIGN_NAME = axi_master_rd
export DESIGN_NICKNAME = axi_master_rd
export VERILOG_FILES = /design/flow/design.v
export SDC_FILE = /design/flow/constraint.sdc
export NUM_CORES = 4
export LEC_CHECK = 1
export CORE_AREA = 10 10 122 122
export DIE_AREA = 0 0 132 132
--- ./constraint.sdc ---
current_design axi_master_rd

set clk_period 2.0
set clk_io_pct 0.2

create_clock -name clk0 -period $clk_period [get_ports {clk}]

set non_clock_inputs [all_inputs -no_clocks]
set_input_delay [expr $clk_period * $clk_io_pct] -clock clk0 $non_clock_inputs
set_output_delay [expr $clk_period * $clk_io_pct] -clock clk0 [all_outputs]
--- ./design.v ---
`timescale 1ns / 1ps
module axi_master_rd
#(parameter     AXI_WIDTH     = 'd64    ,   
                AXI_AXSIZE    = 3'b011   )   
(
        input   wire                    clk              ,
        input   wire                    rst_n            ,
        input   wire                    rd_start         ,  
        input   wire [29:0]             rd_addr          ,  
        output  wire [AXI_WIDTH-1:0]    rd_data          ,  
        input   wire [7:0]              rd_len           ,  
        output  reg                     rd_done          ,  
        output  wire                    rd_ready         ,  
        output  wire                    m_axi_r_handshake,  
        output  wire [3:0]              m_axi_arid      , 
        output  reg  [29:0]             m_axi_araddr    ,
        output  reg  [7:0]              m_axi_arlen     ,  
        output  wire [2:0]              m_axi_arsize    ,  
        output  wire [1:0]              m_axi_arburst   ,  
        output  wire                    m_axi_arlock    , 
        output  wire [3:0]              m_axi_arcache   , 
        output  wire [2:0]              m_axi_arprot    ,
        output  wire [3:0]              m_axi_arqos     ,
        output  reg                     m_axi_arvalid   ,  
        input   wire                    m_axi_arready   ,  
        input   wire [AXI_WIDTH-1:0]    m_axi_rdata     ,  
        input   wire [1:0]              m_axi_rresp     ,  
        input   wire                    m_axi_rlast     ,  
        input   wire                    m_axi_rvalid    ,  
        output  reg                     m_axi_rready       
    );
    parameter   M_AXI_ARID      =  4'd0         ,
                M_AXI_ARSIZE    =  AXI_AXSIZE   , 
                M_AXI_ARBURST   =  2'b10        ,  
                M_AXI_ARLOCK    =  1'b0         ,  
                M_AXI_ARCACHE   =  4'b0010      ,  
                M_AXI_ARPROT    =  3'b0         ,
                M_AXI_ARQOS     =  4'b0         ;   
    parameter   IDLE    =   3'b000,   
                RA_WAIT =   3'b001,   
                RA      =   3'b010,   
                R_WAIT  =   3'b011,   
                R       =   3'b100;   
    reg [2:0]   state       ;
    reg [2:0]   next_state  ;
    wire        m_axi_ar_handshake;   
    assign      m_axi_ar_handshake = m_axi_arready & m_axi_arvalid;
    assign      m_axi_r_handshake  = m_axi_rready & m_axi_rvalid;
    assign  m_axi_arid    = M_AXI_ARID      ;
    assign  m_axi_arsize  = M_AXI_ARSIZE    ;
    assign  m_axi_arburst = M_AXI_ARBURST   ;
    assign  m_axi_arlock  = M_AXI_ARLOCK    ;
    assign  m_axi_arcache = M_AXI_ARCACHE   ;
    assign  m_axi_arprot  = M_AXI_ARPROT    ;
    assign  m_axi_arqos   = M_AXI_ARQOS     ;
    always@(posedge clk or negedge rst_n) begin
        if(~rst_n) begin
            state <= IDLE;
        end else begin
            state <= next_state;
        end
    end
    always@(*) begin
        case(state) 
            IDLE: begin   
                if(rd_start) begin
                    next_state = RA_WAIT;  
                end else begin
                    next_state = IDLE;
                end
            end
            RA_WAIT: begin
                next_state = RA;
            end
            RA: begin
                if(m_axi_ar_handshake) begin  
                    next_state = R_WAIT;
                end else begin
                    next_state = RA;
                end
            end
            R_WAIT: begin
                next_state = R;
            end
            R: begin
                if(m_axi_r_handshake && m_axi_rlast) begin   
                    next_state = IDLE;
                end else begin
                    next_state = R;
                end
            end
            default: begin
                next_state = IDLE;
            end
        endcase
    end
    always@(posedge clk or negedge rst_n) begin
        if(~rst_n) begin
            m_axi_arvalid <= 1'b0;
        end else if(state == RA_WAIT) begin
            m_axi_arvalid <= 1'b1;
        end else if(state == RA && m_axi_ar_handshake) begin   
            m_axi_arvalid <= 1'b0;
        end else begin
            m_axi_arvalid <= m_axi_arvalid;
        end
    end
    always@(posedge clk or negedge rst_n) begin 
        if(~rst_n) begin
            m_axi_arlen <= 8'd0;
            m_axi_araddr<= 30'd0;
        end else if(state == RA_WAIT) begin  
            m_axi_arlen <= rd_len;
            m_axi_araddr<= rd_addr;
        end else begin
            m_axi_arlen <= m_axi_arlen;
            m_axi_araddr<= m_axi_araddr;
        end
    end
    always@(posedge clk or negedge rst_n) begin
        if(~rst_n) begin
            m_axi_rready <= 1'b0;
        end else if(state == R_WAIT) begin
            m_axi_rready <= 1'b1;
        end else if(state == R && m_axi_rlast && m_axi_r_handshake) begin  
            m_axi_rready <= 1'b0;
        end else begin
            m_axi_rready <= m_axi_rready;
        end
    end
    assign rd_ready = (state == IDLE)?1'b1:1'b0;   
    always@(posedge clk or negedge rst_n) begin
        if(!rst_n) begin
            rd_done <= 1'b0;
        end else if(state == R && m_axi_rlast && m_axi_r_handshake) begin  
            rd_done <= 1'b1;
        end else begin
            rd_done <= 1'b0;
        end
    end
    assign rd_data = (m_axi_r_handshake)?m_axi_rdata:'d0;
endmodule
--- ./run.sh ---
#!/bin/bash
# OpenROAD 26Q1-2900-gdf79404cd8, Yosys 0.63+post, stock flow scripts
make -C /OpenROAD-flow-scripts/flow DESIGN_CONFIG=/design/flow/config.mk WORK_HOME=/design/flow/orfs finish
==> changes_impl.md <==
### Physical design

* TritonCTS buffer count at 5
* Clk slew on worst S/H paths at 0.06 ns
* Number of global-route vias before repair at 2513
* Antenna Nets Post-Route at 0
* WS Path Type: reg2out
* Final Hold Viols at 0
* Post-synth seq share at 0.492
* Clock period minus final worst setup slack at 2.04 ns
* RSZ-0062 raised after global routing: true
* Power Density at 856 nW/um^2
* Starting density of the core at 0.193
* Post-route DRC at 0
* Peak supply drop at 0.566 mV
* Crit-path cells: buf_12 -> clkbuf_16 -> and3_1 -> clkdlybuf4s50_1
* Critical path capture point type: primary output
* Die area at 17400 um^2
* Synth-to-layout area growth at 109%
* Critical Path RT at 1.60 ns
* Latency at later pin at 0.28 ns
* Die x size at 132 um
* CP arrival at 1.64 ns
* Initial antenna violation count at 0
* Final core occ at 0.402
* Ys cells at 205
* Syn Area/Cell at 11.4 um^2
* Final Cycle Share at 1.02
* Pre-antenna DRT Iters at 4
* FMAX at 491 MHz
* Slowest stage cell, crit path: clkdlybuf4s50_1
* Clock sinks at 46
* Layout cells sized above 1 at 0.151
* Pwr Total at 4.19 mW
* Largest net degree at the start of global routing at 47
* Leakage at 2.51 nW
* Clock H-tree levels at 2
* Max FO, Critical Path at 16
* GRT Total Usage at 0.109
* Max-cap violation count at 0
* Tool warnings at 29
* Status: finished with violations
* Violated checks: negative setup slack
* Congestion Overflow GR at 0
* I/O pin total at 238
* Drt total wl at 10100 um
* Setup violations, final at 20
* DR iter-0 viols at 47
* Global-route wire length before repair at 15400 um
* Yosys synthesis chip area at 2340 um^2
* Filler cell count at 1170
* Post-DP HPWL at 7850 um
* Post-Syn Area at 2340 um^2
* Mapped Cells at 205
* #FFs+latches synth at 46
* Port Buffers at 214
* # diodes at 0
* Synth cell types at 17
* Wirelength per Cell at 17.3 um
* Relative slew slack at 0.611
* RePlAce Congestion at 0.761
* Via density at 4.02
* Critical Path Start Type: flip-flop
* Core area at 12200 um^2
* Crit path largest cell delay at 0.48 ns
* Hold WS at 0.210 ns
* Die y size at 132 um
* Synth warn at 1
* Vias at 2357
* Final Skew at 0.00148 ns
* Worst slew pin tran at 0.583 ns
* Cell Rows at 40
* # hold bufs at CTS at 0
* CTS Root Cell: clkbuf_16
* Fin. max-slew vios at 0
* Worst setup margin at -0.0354 ns
* Worst min path class: in2async
* Worst-case clock buffer depth at 2
* CTS tree: built
## where the power goes
part	internal, mW	switching, mW	leakage, nW
Clock	0.495	0.325	0.0739
Sequential	1.32	0.203	0.585
Combinational	1.41	0.429	1.85
## synthesized netlist by cell type
cell / number / area [um^2]
conb_1: 2 / 7.51
clkbuf_2: 3 / 15.0
buf_6: 4 / 45.0
inv_1: 2 / 7.51
dfrtp_1: 45 / 1130
dfstp_2: 1 / 26.3
mux2_2: 38 / 428
clkbuf_1: 6 / 22.5
nand3_1: 2 / 10.0
and2_1: 1 / 6.26
a21o_1: 4 / 30.0
buf_2: 3 / 15.0
buf_4: 23 / 173
and3_1: 65 / 407
nor2_1: 1 / 3.75
nand2_1: 4 / 15.0
o22ai_1: 1 / 6.26
## sequential cells by signal (all words and copies together), names as in the netlist
| name | count |
|---|---|
| m_axi_araddr | 30 |
| m_axi_arlen | 8 |
| state | 5 |
| m_axi_arvalid | 1 |
| m_axi_rready | 1 |
| rd_done | 1 |
## area by class of cell
class / instances / area [um^2] / share of cell area
tap: 168 / 210 / 0.0429
multi-input combinational: 137 / 995 / 0.203
clock inverter: 1 / 5.00 / 0.00102
timing repair buffer: 225 / 2380 / 0.486
clock buffer: 7 / 143 / 0.0291
sequential: 46 / 1150 / 0.236
inverter: 2 / 7.51 / 0.00153
## layer usage
layer | GRT usage | part of all wire | up-vias
li1 | - | - | 1095
met4 | 0.00371 | 0.0014 | 0
met5 | 0 | 0 | -
met3 | 0.0468 | 0.099 | 2
met2 | 0.191 | 0.50 | 139
met1 | 0.126 | 0.40 | 1121
## worst paths after layout
path | startpoint | endpoint | slack [ns] | cells past startpoint
setup / recovery | m_axi_rready | rd_data[24] | -0.04 | 4
hold / removal | rst_n | m_axi_arlen[6] | 0.21 | 2
setup reg to reg | state[3] | m_axi_araddr[12] | 0.74 | 2
hold reg to reg | state[4] | m_axi_rready | 0.46 | 1
max in group asynchronous | rst_n | m_axi_rready | 1.37 | 2
min in group clk0 | state[4] | m_axi_rready | 0.46 | 1
## worst max-delay path: cells and delay by family (launching register included)
| kind | cells | cell delay, ns |
|---|---|---|
| buffers and inverters | 3 | 0.76 |
| DFF | 1 | 0.44 |
| and+or+nand+nor | 1 | 0.15 |
## cell families after synthesis
family,after synthesis,share of synthesized area
other,2,0.00320
muxes,38,0.183
buffers and inverters,41,0.119
and+or+nand+nor,73,0.188
AOI/OAI and AO/OA,5,0.0155
DFF,46,0.492
## repair_timing
action	CTS	global route
resized	5	21
endpoints found under the setup margin	65	63
gates cloned	2	1
pin swaps	0	1
hold endpoints to repair	0	0
setup buffers	2	0
## metrics by stage
step / instance area [um^2] / setup WS, ns / cells / setup TNS (ns)
2_1_floorplan: 2410 / 0.792 / 224 / 0
3_3_place_gp: 4580 / -0.197 / 573 / -10.64
3_5_place_dp: 4580 / -0.210 / 573 / -11.56
4_1_cts: 4820 / -0.0436 / 585 / -1.15
5_1_grt: 4890 / -0.0995 / 586 / -1.67
6_report: 4890 / -0.0354 / 586 / -0.400
## placed cells by master (no fill, tap or decap)
cell               n
clkdlybuf4s50_1  196
and3_1            63
dfrtp_1           43
mux2_2            38
conb_1            21
dlymetal6s2s_1    16
clkbuf_16          6
nand2_1            4
a21o_1             4
buf_16             3
buf_4              3
buf_12             3
inv_1              2
and3_4             2
nand3_1            2
dfrtp_2            2
and2_1             1
o22ai_1            1
nor2_1             1
clkbuf_1           1
clkbuf_8           1
clkinv_2           1
buf_2              1
clkdlybuf4s15_2    1
buf_6              1
dfstp_2            1
No activity file was given, so power comes from the tool's default toggle rates.
